==> flow/design.v <==
module murmur_4bytes
(
  seed,
  chunk,
  hash    
);
  input  [31:0] seed;
  input  [31:0] chunk;
  output [31:0] hash;  
  assign hash = murmurblock(seed, chunk);
  function [31:0] murmurblock;
    input [31:0] seed, chunk;
    reg [31:0] k, key;
    localparam [31:0] c1 = 'hcc9e2d51; 
  	localparam [31:0] c2 = 'h1b873593;
  	localparam [31:0] m = 5;
  	localparam [31:0] n = 'he6546b64;
  	begin
      k = chunk;
      k = k * c1;
  	  k = {k[16:0], k[31:17]};  
  	  k = k * c2;
  	  key = seed;
      key = key ^ k;
      key = {key[18:0], key[31:19]};  
      murmurblock = key * m + n;
    end
  endfunction
endmodule
module rol13
  ( fourb_in,
    fourb_out
  );
  input [31:0] fourb_in;
  output [31:0] fourb_out;
  assign fourb_out[31:0] = {fourb_in[18:0], fourb_in[31:19]};  
endmodule
module rol15
  ( fourb_in,
    fourb_out
  );
  input [31:0] fourb_in;
  output [31:0] fourb_out;
  assign fourb_out[31:0] = {fourb_in[16:0], fourb_in[31:17]};
endmodule
==> flow/run.sh <==
#!/bin/bash
# OpenROAD 26Q1-2900-gdf79404cd8, Yosys 0.63+post, stock flow scripts
make -C /OpenROAD-flow-scripts/flow DESIGN_CONFIG=/design/flow/config.mk WORK_HOME=/design/flow/orfs finish
==> flow/config.mk <==
export PLATFORM = sky130hd
export DESIGN_NAME = murmur_4bytes
export DESIGN_NICKNAME = murmur_4bytes
export VERILOG_FILES = /design/flow/design.v
export SDC_FILE = /design/flow/constraint.sdc
export NUM_CORES = 4
export LEC_CHECK = 1
export CORE_UTILIZATION = 30
==> flow/constraint.sdc <==
current_design murmur_4bytes

set clk_period 38.6
set clk_io_pct 0.2

create_clock -name clk0 -period $clk_period

set non_clock_inputs [all_inputs -no_clocks]
set_input_delay [expr $clk_period * $clk_io_pct] -clock clk0 $non_clock_inputs
set_output_delay [expr $clk_period * $clk_io_pct] -clock clk0 [all_outputs]
==> qor.yml <==
floorplan.core_area_mm2: 0.0602
drt-vias-per-instance: 4.45
unrepaired_setup_endpoints_after_global_routing: "no"
antenna_cells_inserted: 0
status: "completed"
layout-area-overhead-vs-synth_pct: 11.2
count_of_final_setup_violators: 0
place_hpwl_um: 40700
cts_setup_buffers: 0
final.hold.worst_slack_ns: 16.67
gr-usage-met1_pct: 21.5
use_met3_pct: 5.15
yosysTopAreaCell: "sky130_fd_sc_hd__fa_1"
postRouteWirelength_um: 44200
max_cap_viols: 0
synthesis.instances: 1878
drtAntennaViolNets: 0
worst-slew-pin-transition_ns: 1.02
numSequentialCells: 0
std_cell_rows: 90
fp-utilization_pct: 30.3
synth.yosys.seq_area_share_pct: 0
synth.avg_cell_area_um2: 9.72
timing.critical_path.fanout_max: 8
tool_warnings: 38
chipWidth_um: 249
netlist_area_mm2: 0.0183
achievable-frequency_ghz: 0.0307
first_global_vias: 13700
maximum_single_stage_delay_on_the_critical_path_ns: 0.78
antenna_violations_before_repair: 0
start_kind: "primary input"
yosys-top-cells-area: "sky130_fd_sc_hd__fa_1, sky130_fd_sc_hd__ha_1, sky130_fd_sc_hd__inv_1"
die_area_mm2: 0.0618
slew_headroom_pct: 31.9
ios: 96
share_of_the_cycle_needed_by_the_critical_path_after_routing_pct: 84.3
dominant_cell_area_share_pct: 37.4
routabilityCongestion: 0.980
slowest_stage: "sky130_fd_sc_hd__clkdlybuf4s50_1"
die_ht_um: 249
final.clkbuf_count: 0
grt_max_degree: 17
cts_repair_resize_count: 0
grt.overflow.total: 0
slew_viol_final: 0
detailedRoute.firstPassIterationCount: 4
initialDrtViolationCount: 268
layout-drive-gt1-share_pct: 1.56
most_common_library_cells_after_synthesis: "sky130_fd_sc_hd__inv_1, sky130_fd_sc_hd__ha_1, sky130_fd_sc_hd__fa_1, sky130_fd_sc_hd__xnor2_1, sky130_fd_sc_hd__xor2_1"
utilization_after_layout_pct: 33.7
tally_of_unique_sky130hd_cells_used_after_synthesis: 54
drcViolationCount: 0
period_minus_slack_ns: 32.52
holdCritStartpoint: "seed[20]"
synth_chip_area_mm2: 0.0183
fin_tns_setup_ns: 0
vias: 12300
drt-wirelength-per-cell_um: 16.0
grt_first_pass_wirelength_um: 72800
crit_type: "in -> out"
synth_stat.cells: 1878
hold_path_class: "in -> out"
ys.warnings.count: 1
final-hold-violation-count: 0
critical_path.endpoint_type: "primary output"
crit_path_frequent_cell: "sky130_fd_sc_hd__fa_1"
grt_use_total_pct: 15.6
hold-path-endpoint: "hash[1]"
numPortBuffers: 96
globalRouteMet2Util_pct: 24.7
final-seq-area_um2: 0
crit_required_ns: 30.88
most_congested_layer_reported_by_global_routing: "met2"
top_cell: "sky130_fd_sc_hd__inv_1"
worstHoldPathCells: 4
cts-hold-fix-buffers: 0
timing.critical_path.arrival_ns: 24.80
-- stage by stage --
step | instance area [um^2] | std cells | worst slack [ns]
2_1_floorplan | 18300 | 1878 | 9.28
3_3_place_gp | 20300 | 2770 | 5.95
3_5_place_dp | 20300 | 2770 | 6.03
4_1_cts | 20300 | 2770 | 6.00
5_1_grt | 20300 | 2770 | 5.27
6_report | 20300 | 2770 | 6.08
-- worst max-delay path, delay by kind of cell --
family	cells	cell delay, ns
adder cells (fa/ha/maj)	21	8.25
AND-OR/OR-AND	16	4.33
buffers and inverters	12	2.10
AND/OR/NAND/NOR	8	1.25
XOR/XNOR	4	1.12
-- kinds of logic after synthesis --
| logic type | Yosys count | share of synthesized area (%) |
|---|---|---|
| buffers and inverters | 572 | 11.8 |
| AND-OR/OR-AND | 195 | 7.25 |
| AND/OR/NAND/NOR | 133 | 3.56 |
| XOR/XNOR | 191 | 9.46 |
| adder cells (fa/ha/maj) | 787 | 68.0 |
-- layout make-up --
cell class | instances | area, um^2
fill | 6051 | 39900
inverter | 570 | 2140
tap | 782 | 978
timing repair buffer | 112 | 1080
multi-input combinational | 1306 | 16100
-- placed cells by master (no fill, tap or decap), types with 3 or more instances in the layout --
| master | n |
|---|---|
| sky130_fd_sc_hd__a211o_1 | 4 |
| sky130_fd_sc_hd__a211oi_1 | 6 |
| sky130_fd_sc_hd__a21boi_0 | 3 |
| sky130_fd_sc_hd__a21o_1 | 42 |
| sky130_fd_sc_hd__a21oi_1 | 47 |
| sky130_fd_sc_hd__a21oi_2 | 3 |
| sky130_fd_sc_hd__a31oi_1 | 7 |
| sky130_fd_sc_hd__and3_1 | 8 |
| sky130_fd_sc_hd__buf_4 | 16 |
| sky130_fd_sc_hd__clkdlybuf4s50_1 | 96 |
| sky130_fd_sc_hd__fa_1 | 341 |
| sky130_fd_sc_hd__ha_1 | 446 |
| sky130_fd_sc_hd__inv_1 | 570 |
| sky130_fd_sc_hd__nand2_1 | 28 |
| sky130_fd_sc_hd__nand2b_1 | 16 |
| sky130_fd_sc_hd__nand3_1 | 15 |
| sky130_fd_sc_hd__nor2_1 | 35 |
| sky130_fd_sc_hd__nor2b_1 | 8 |
| sky130_fd_sc_hd__nor3_1 | 12 |
| sky130_fd_sc_hd__o21a_1 | 14 |
| sky130_fd_sc_hd__o21ai_0 | 32 |
| sky130_fd_sc_hd__o21ai_1 | 3 |
| sky130_fd_sc_hd__o21bai_1 | 7 |
| sky130_fd_sc_hd__o31ai_1 | 3 |
| sky130_fd_sc_hd__or3_1 | 4 |
| sky130_fd_sc_hd__xnor2_1 | 128 |
| sky130_fd_sc_hd__xnor2_2 | 3 |
| sky130_fd_sc_hd__xor2_1 | 58 |
-- worst max-delay path by stage --
stage | slack (ns) | startpoint | to | depth (start not counted)
CTS | 6.00 | chunk[9] | hash[30] | 61
global route | 5.27 | chunk[9] | hash[30] | 61
finish | 6.08 | chunk[9] | hash[30] | 61
-- layer usage --
layer / share of wire, % / wire length, um / vias up
li1: - / - / 6056
met1: 44 / 19600 / 5898
met2: 46 / 20100 / 322
met3: 7.8 / 3440 / 46
met4: 2.4 / 1050 / 0
met5: 0 / 0 / -
