<file path="run.sh">
#!/bin/bash
# OpenROAD 26Q1-2900-gdf79404cd8, Yosys 0.63+post, stock flow scripts
make -C /OpenROAD-flow-scripts/flow DESIGN_CONFIG=/design/flow/config.mk WORK_HOME=/design/flow/orfs finish
</file>
<file path="design.v">
module Comperator (
   clk,
   rstn,
   en,
   i_done,
   i_key,
   i_val,
   o_key,
   o_val,
   o_min_val,
   o_ready
);
parameter key_width = 32;
parameter val_width = 16;
input wire						clk;
input wire						rstn;
input wire                       en;
input wire						i_done;
input wire     [key_width-1:0]		i_key;
input wire     [val_width-1:0]		i_val;
output reg		[key_width-1:0]		o_key;
output reg		[val_width-1:0]		o_val;
output reg     [val_width-1:0]		o_min_val;
output reg							o_ready;
reg				[key_width-1:0]		min_key;
wire			[key_width-1:0]		new_min_key;
wire			[val_width-1:0]		new_min_val;
wire			[key_width-1:0]		new_o_key;
wire			[val_width-1:0]		new_o_val;
assign new_min_key = (i_key < min_key) ? i_key : min_key;
assign new_o_key   = (i_key < min_key) ? min_key : i_key;
assign new_min_val = (i_key < min_key) ? i_val : o_min_val;
assign new_o_val   = (i_key < min_key) ? o_min_val : i_val;
always @(posedge clk, negedge rstn) begin
   if (!rstn) begin
      min_key   <= ~0;
      o_key     <= ~0;
      o_min_val <= ~0;
      o_val     <= ~0;
      o_ready   <= 0;
   end
   else if (en == 1'b1 && !i_done) begin
      o_min_val <= new_min_val;
      o_val     <= new_o_val;
      min_key   <= new_min_key;
      o_key     <= new_o_key;
   end
   else if (i_done) begin
      o_ready <= 1;
   end
end
endmodule
module Sorter(
              clk,
              rstn,
              en,
              i_done,
              i_key,
              i_val,
              o_min_val,
              o_ready
              );
   parameter width = 32;  
   parameter val_width = 16;  
   parameter heap_size = 16;  
   input    wire              clk;
   input    wire              rstn;
   input	wire                 en;
   input    wire              i_done;
   input    wire [width-1:0]  i_key;
   input    wire [val_width-1:0] i_val;
   output   wire                 o_ready;
   output  wire [heap_size-1:0][val_width-1:0] o_min_val;
   wire [width-1:0]                            keys[heap_size:0];
   wire [val_width-1:0]                        vals[heap_size:0];
   wire                                        cell_done[heap_size:0];
   reg                                         done;
   assign keys[0] = i_key;
   assign vals[0] = i_val;
   assign cell_done[0] = i_done;
   assign o_ready = cell_done[heap_size];
   always @(posedge clk or negedge rstn) begin
      if (!rstn) begin
         done <= 0;
      end
      else begin
         if (o_ready) begin
            done <= 1;
         end
         if (done) begin
            done <= 0;
         end
      end  
   end
   genvar i;
   generate
      for (i=1; i<=heap_size; i=i+1)
        begin : comperators_generator
           Comperator heap_comps (
                                  .clk      (clk),
                                  .rstn     (rstn && !done),
                                  .en       (en),
                                  .i_done   (cell_done[i-1]),
                                  .i_key    (keys[i-1]),
                                  .i_val    (vals[i-1]),
                                  .o_key    (keys[i]),
                                  .o_val    (vals[i]),
                                  .o_min_val(o_min_val[i-1]),
                                  .o_ready  (cell_done[i])
                                  );
        end
   endgenerate
endmodule
</file>
<file path="config.mk">
export PLATFORM = sky130hd
export DESIGN_NAME = Sorter
export DESIGN_NICKNAME = Sorter
export VERILOG_FILES = /design/flow/design.v
export SDC_FILE = /design/flow/constraint.sdc
export NUM_CORES = 4
export LEC_CHECK = 1
export CORE_UTILIZATION = 30
</file>
<file path="constraint.sdc">
current_design Sorter

set clk_period 222.6
set clk_io_pct 0.2

create_clock -name clk0 -period $clk_period [get_ports {clk}]

set non_clock_inputs [all_inputs -no_clocks]
set_input_delay [expr $clk_period * $clk_io_pct] -clock clk0 $non_clock_inputs
set_output_delay [expr $clk_period * $clk_io_pct] -clock clk0 [all_outputs]
</file>
==> flow_results.org <==
#+TITLE: Flow metrics

** Placement
- The final weighted congestion recorded by global placement is 0.857.
- Once detailed placement completed, the half-perimeter wirelength came to 123000 um.
- Quantity of I/O buffers inserted on ports :: 308
- Logged for this run, the post-placement worst setup slack is 172.65 ns.
- The detailed placer reported the number of placed instances as 10400.

** Final timing
- Worst-case setup margin in the final layout :: 173.65 ns
- Final Skew :: 0.0318 ns
- Endpoints failing hold in the final report were tallied at 0.
- Final setup violation count :: 0
- The final max-slew violation count recorded for this run is 0.
- Fin crit share :: 22.0%
- The clock period could shrink to 48.95 ns.
- The final layout reports a setup TNS of 0 ns.
- Measured slew at the worst slew-check pin :: 0.943 ns
- Max-Slew Margin vs Limit :: 36.5%
- The highest clock rate this design can be run at is 0.0204 GHz.
- Setup repair after global routing left no endpoint under its margin.

** Logic synthesis
- Number of standard cells after synthesis :: 7090
- The cell area that synthesis handed to floorplanning was 76300 um2.
- Most used flip-flop cell :: sky130_fd_sc_hd__dfstp_2
- The synthesis stat section lists a flop and latch total of 1505.
- Post-synthesis area per instance :: 10.8 um2
- Per the synth stats, the proportion of register bits with asynchronous set or reset is 100%.
- Number of enable-type register cells in the synthesized netlist :: 0
- The chip area line in the Yosys stat output reads 76300 um2.
- After synthesis, the cell types taking the most area are sky130_fd_sc_hd__dfstp_2 (51%), sky130_fd_sc_hd__mux2_2 (8.3%), sky130_fd_sc_hd__ha_1 (8.1%).
- Top area contributor share :: 51.2%
- Per the Yosys statistics, synthesis produced 7090 cells.
- The synthesis log from Yosys contains 2 warnings.
- Counting distinct cell types in the post-synthesis netlist gives 57.
- Proportion of synthesized chip area in sequential cells :: 51.8%
- Looking at area per cell type in the netlist, the leader is sky130_fd_sc_hd__dfstp_2.

** Power
- The analysis reports a worst IR drop on VDD of 0.0000105 V.
- The script computed a power per unit cell area of 15.0 nW/um2.
- Pleak :: 36.4 nW

** CTS
- Clock Latency Late Sink :: 0.81 ns
- The H-tree was split into 4 levels.
- Number of buffers created by CTS :: 163
- Root buffer selected by CTS :: sky130_fd_sc_hd__clkbuf_16
- The clock drives 1505 sinks.
- Per the CTS log, the buffer count on the longest clock path is 3.
- The number of gates resized after CTS was 0.
- For reference, the clock transition at the flip-flops on the worst setup and hold paths is 0.06 ns.
- TritonCTS built the clock tree.
- Buffers inserted to repair hold after CTS numbered 0.
- Setup fix buffers added after clock tree synthesis :: 0

** Critical path
- Crit path max fanout :: 62
- The worst setup path is captured at an async pin.
- The longest incremental delay of any stage on the critical path is reported as 0.71 ns.
- The critical path goes through clkdlybuf4s50_1, nor2b_4, buf_4, buf_4, buf_4, buf_4, buf_4, buf_4, buf_4.
- For the worst setup path, the data required time is 223.48 ns.
- Element type at the critical path start :: input pin
- Arrival time at the worst endpoint :: 49.83 ns
- In the setup report, the worst path falls into the class in -> async.
- Slowest cell on crit path :: sky130_fd_sc_hd__buf_4
- Most used cell, CP :: sky130_fd_sc_hd__buf_4

** Global route
- Gr usage total :: 14.5%
- The number of global-route vias before repair was 51900.
- The first global-routing pass estimated 291000 um of wire.
- Initial antenna violation count :: 5
- Entering global routing, the biggest net connects 131 pins.
- After global routing the overflow that remains totals 0.

** Cells and area
- Most frequent logic cells in the routed design :: sky130_fd_sc_hd__dfstp_2 (1488), sky130_fd_sc_hd__a21oi_1 (576), sky130_fd_sc_hd__nor2_1 (568), sky130_fd_sc_hd__mux2_2 (561), sky130_fd_sc_hd__o21ai_0 (556)
- Count of filler cells inserted in the layout :: 24200
- Area used by multi-input combinational logic :: 33400 um2
- Final std cells w/o fill :: 10700
- Measured on the finished design, the core utilization comes to 35.0%.
- Of the cells placed in the final design, the portion with a size suffix greater than 1 is 33.6%.
- Area Growth Syn to Fin :: 15.7%
- The area taken by sequential standard cells is reported as 39500 um2.
- Most common cell after layout, fill and taps aside :: sky130_fd_sc_hd__dfstp_2

** Detailed routing
- The count of nets left with antenna violations once routing finished came out at 0.
- The script logs the mean routed wire length per placed instance as 16.7 um.
- The routed layout reports a DRC error count of 0.
- The final layout contains routed wiring with a total length of 179000 um.
- Total vias in the final route :: 51800
- Iteration count of the initial detailed-routing pass :: 5
- The first routing iteration left 2650 violations.
- Per the detail_route report, vias per standard cell equal 4.83.

** Worst hold path
- Path category of the worst min-delay check :: reg -> reg

** Floorplan
- Per the OpenROAD floorplan log, the area of the die is 257000 um2.
- For this design the top-level I/O count stands at 309.
- Per the OpenROAD floorplan log, the width of the die is 506 um.
- Site Rows :: 184
- Per the OpenROAD floorplan log, the area of the core is 252000 um2.
- Floorplan core density :: 30.3%
- Vertical die dimension :: 506 um

** Outcome
- Outcome :: finished, final reports clean

** Run
- The run reported a max-capacitance violation count of 0.
- The number of warnings reported in the stage logs is 32.
[path summary, 6_finish.rpt]
| kind | startpoint | endpoint | slack [ns] | cells past startpoint |
|---|---|---|---|---|
| min in group asynchronous | done$_DFF_PN0_ | comperators_generator[13].heap_comps.o_val[13]$_DFFE_PN1P_ | 0.97 | 2 |
| worst max register to register | done$_DFF_PN0_ | comperators_generator[2].heap_comps.min_key[4]$_DFFE_PN1P_ | 217.46 | 8 |
| max in group clk0 | i_key[27] | comperators_generator[1].heap_comps.min_key[26]$_DFFE_PN1P_ | 175.25 | 9 |
| worst max-delay path | rstn | comperators_generator[2].heap_comps.min_key[4]$_DFFE_PN1P_ | 173.65 | 9 |
| worst min register to register | comperators_generator[12].heap_comps.o_val[13]$_DFFE_PN1P_ | comperators_generator[13].heap_comps.o_val[13]$_DFFE_PN1P_ | 0.47 | 2 |
| worst min-delay path | comperators_generator[12].heap_comps.o_val[13]$_DFFE_PN1P_ | comperators_generator[13].heap_comps.o_val[13]$_DFFE_PN1P_ | 0.47 | 2 |
[critical path, delay by kind of cell]
kind / cells / cell delay (ns)
and+or+nand+nor: 1 / 0.13
buffers and inverters: 8 / 4.95
[per-stage QoR]
step	hold slack [ns]	total power [mW]	area, um2
finish	0.475	1.32	88300
global placement	0.469	1.05	83000
CTS	0.477	1.34	88300
floorplan	0.403	0.876	76300
global route	0.494	1.43	88300
detailed placement	0.476	1.06	83000
[kinds of logic (layout without fill, tap and decap cells)]
| group | Yosys count | after routing | share of synthesized area [%] |
|---|---|---|---|
| and+or+nand+nor | 1434 | 1434 | 8.11 |
| muxes | 1076 | 1076 | 15.2 |
| AOI/OAI and AO/OA | 1654 | 1654 | 11.9 |
| adders and majority gates | 496 | 496 | 8.13 |
| buffers and inverters | 925 | 1205 | 4.94 |
| other | 0 | 1 | 0 |
| DFF | 1505 | 1505 | 51.8 |
[synth_stat cells (all sizes together) (25+ instances only)]
cell and number:
nand2b 25, a31oi 293, nand2 442, clkbuf 286, inv 501, nand3 212, a21o 59, nand4 70
buf 138, ha 496, a21oi 577, nor2b 32, dfstp 1488, nor3 27, o21ai 643, nor2 568
mux2i 432, mux2 644
[where the power goes]
group	leakage (nW)	internal, mW	switching, mW
clock	2.64	0.160	0.113
sequential	15.7	0.460	0.101
combinational	18.1	0.231	0.257
[metal layers]
metal,track usage [%],share of wire (%),vias to the layer above
li1,-,-,25300
met1,19.9,43,25200
met2,22.7,47,1046
met3,5.13,7.9,232
met4,2.92,2.3,4
met5,0,0.015,-
[flip-flops by register name, indices dropped and copies added, names as in the netlist]
| signal | flops |
|---|---|
| comperators_generator.heap_comps.min_key | 512 |
| comperators_generator.heap_comps.o_key | 480 |
| comperators_generator.heap_comps.o_min_val | 256 |
| comperators_generator.heap_comps.o_val | 240 |
| comperators_generator.heap_comps.o_ready | 16 |
| done | 1 |
[cell type report]
cell class | instances | area share (%)
sequential | 1505 | 44.7
inverter | 501 | 2.13
antenna | 1 | 0.00283
clock buffer | 242 | 5.41
clock inverter | 45 | 0.660
tap | 3348 | 4.74
timing repair buffer | 417 | 4.46
multi-input combinational | 4660 | 37.8
Power is estimated from default activity; no workload was simulated.
